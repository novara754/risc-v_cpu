File: flow/config.mk
export PLATFORM = sky130hd
export DESIGN_NAME = core
export DESIGN_NICKNAME = core
export VERILOG_FILES = /design/flow/design.v
export SDC_FILE = /design/flow/constraint.sdc
export NUM_CORES = 4
export LEC_CHECK = 1
export CORE_UTILIZATION = 30
export SYNTH_HDL_FRONTEND = slang
File: flow/constraint.sdc
current_design core

set clk_period 31.9
set clk_io_pct 0.2

create_clock -name clk0 -period $clk_period [get_ports {i_clk}]

set non_clock_inputs [all_inputs -no_clocks]
set_input_delay [expr $clk_period * $clk_io_pct] -clock clk0 $non_clock_inputs
set_output_delay [expr $clk_period * $clk_io_pct] -clock clk0 [all_outputs]
File: flow/design.v
`default_nettype none
package definitions;
	typedef logic [31:0] t_data;
	typedef logic [31:0] t_address;
	typedef logic [4:0] t_register_index;
	typedef enum {
		ALU_OP_INVALID,
		ALU_OP_ADD,
		ALU_OP_SUB,
		ALU_OP_XOR,
		ALU_OP_OR,
		ALU_OP_AND,
		ALU_OP_SHIFT_LEFT,
		ALU_OP_SHIFT_RIGHT_LOGIC,
		ALU_OP_SHIFT_RIGHT_ARITH
	} t_alu_operation;
	typedef enum {BRANCH_NONE, BRANCH_JUMP, BRANCH_NE} t_branch_condition;
endpackage
`default_nettype none
import definitions::*;
module alu (
	input t_alu_operation i_operation,
	input t_data i_operand1,
	input t_data i_operand2,
	output t_data o_result,
	output logic o_zero
);
	always_comb begin
		case (i_operation)
			ALU_OP_ADD: o_result = i_operand1 + i_operand2;
			ALU_OP_SUB: o_result = i_operand1 - i_operand2;
			ALU_OP_XOR: o_result = i_operand1 ^ i_operand2;
			ALU_OP_OR: o_result = i_operand1 | i_operand2;
			ALU_OP_AND: o_result = i_operand1 & i_operand2;
			ALU_OP_SHIFT_LEFT: o_result = i_operand1 << i_operand2;
			ALU_OP_SHIFT_RIGHT_LOGIC: o_result = i_operand1 >> i_operand2;
			ALU_OP_SHIFT_RIGHT_ARITH: o_result = $signed(i_operand1) >>> i_operand2;
			default: o_result = 0;
		endcase
	end
	assign o_zero = o_result == 0;
endmodule
`default_nettype none
import definitions::*;
module core(
	input logic i_clk,
	input logic i_reset,
	input t_data i_instruction,
	output t_address o_instruction_address,
	output t_address o_data_address,
	output t_data o_out_data,
	output logic o_memory_write_enable
);
	typedef enum {STAGE_FETCH_INSTRUCTION, STAGE_FETCH_REGISTERS, STAGE_EXECUTE} t_stage;
	t_stage r_current_stage;
	t_data r_pc;
	t_data w_next_pc;
	t_data r_current_instruction;
	t_data r_operand1, r_operand2, w_actual_operand2;
	t_data w_out_register1, w_out_register2;
	t_branch_condition w_branch_condition;
	logic w_destination_register_write_enable;
	t_register_index w_source_register_idx1, w_source_register_idx2, w_destination_register_idx;
	logic w_use_immediate;
	t_data w_immediate;
	t_alu_operation w_alu_operation;
	t_data w_alu_result;
	logic w_alu_zero;
	logic w_register_write_enable;
	always_ff@(posedge i_clk, posedge i_reset) begin
		if (i_reset) begin
			r_pc = 32'b0;
			r_current_instruction = 32'b0;
			r_current_stage = STAGE_FETCH_INSTRUCTION;
		end else begin
			case (r_current_stage)
				STAGE_FETCH_INSTRUCTION: begin
					r_current_instruction <= i_instruction;
					r_current_stage <= STAGE_FETCH_REGISTERS;
				end
				STAGE_FETCH_REGISTERS: begin
					r_operand1 <= w_out_register1;
					r_operand2 <= w_out_register2;
					r_current_stage <= STAGE_EXECUTE;
				end
				STAGE_EXECUTE: begin
					r_pc <= w_next_pc;
					r_current_stage <= STAGE_FETCH_INSTRUCTION;
				end
			endcase
		end
	end
	always_comb begin
		if (w_branch_condition == BRANCH_JUMP) begin
			w_next_pc = r_pc + w_immediate;
		end else if (w_branch_condition == BRANCH_NE && ~w_alu_zero) begin
			w_next_pc = r_pc + w_immediate;
		end else begin
			w_next_pc = r_pc + 4;
		end
	end
	assign w_register_write_enable = r_current_stage == STAGE_EXECUTE
		&& w_destination_register_write_enable;
	register_file register_file_inst(
		.i_clk(i_clk),
		.i_out_register_idx1(w_source_register_idx1),
		.i_out_register_idx2(w_source_register_idx2),
		.i_in_register_idx(w_destination_register_idx),
		.i_in_data(w_alu_result),
		.i_write_enable(w_register_write_enable),
		.o_out_register1(w_out_register1),
		.o_out_register2(w_out_register2)
	);
	decoder decoder_inst(
		.i_instruction(r_current_instruction),
		.o_source_register1(w_source_register_idx1),
		.o_source_register2(w_source_register_idx2),
		.o_destination_register(w_destination_register_idx),
		.o_destination_register_write_enable(w_destination_register_write_enable),
		.o_alu_operation(w_alu_operation),
		.o_immediate(w_immediate),
		.o_use_immediate(w_use_immediate),
		.o_branch_condition(w_branch_condition),
		.o_memory_write_enable()
	);
	assign w_actual_operand2 = w_use_immediate ? w_immediate : r_operand2;
	alu alu_inst(
		.i_operation(w_alu_operation),
		.i_operand1(r_operand1),
		.i_operand2(w_actual_operand2),
		.o_result(w_alu_result),
		.o_zero(w_alu_zero)
	);
	assign o_instruction_address = r_pc;
	assign o_data_address = 32'b0;
	assign o_out_data = 32'b0;
	assign o_memory_write_enable = 1'b0;
endmodule
`default_nettype none
import definitions::*;
module decoder(
	input t_data i_instruction,
	output t_register_index o_source_register1,
	output t_register_index o_source_register2,
	output t_register_index o_destination_register,
	output logic o_destination_register_write_enable,
	output t_alu_operation o_alu_operation,
	output t_data o_immediate,
	output logic o_use_immediate,
	output t_branch_condition o_branch_condition,
	output logic o_memory_write_enable
);
	logic [6:0] w_opcode;
	assign w_opcode = i_instruction[6:0];
	logic [2:0] w_funct3;
	assign w_funct3 = i_instruction[14:12];
	logic [6:0] w_funct7;
	assign w_funct7 = i_instruction[31:25];
	assign o_source_register1 = i_instruction[19:15];
	assign o_source_register2 = i_instruction[24:20];
	assign o_destination_register = i_instruction[11:7];
	t_data w_i_immediate, w_b_immediate, w_s_immediate, w_j_immediate;
	assign w_i_immediate = { {21{i_instruction[31]}}, i_instruction[30:20] };
	assign w_b_immediate = {
		{20{i_instruction[31]}},
		i_instruction[7],
		i_instruction[30:25],
		i_instruction[11:8],
		1'b0
	};
	assign w_s_immediate = { {21{i_instruction[31]}}, i_instruction[30:25], i_instruction[11:7] };
	assign w_j_immediate = {
		{12{i_instruction[31]}},
		i_instruction[19:12],
		i_instruction[20],
		i_instruction[30:25],
		i_instruction[24:21],
		1'b0
	};
	always_comb begin
		o_alu_operation = ALU_OP_INVALID;
		o_destination_register_write_enable = 1'b0;
		o_immediate = 32'b0;
		o_use_immediate = 1'b0;
		o_branch_condition = BRANCH_NONE;
		o_memory_write_enable = 1'b0;
		case (w_opcode)
			7'b0010011: begin
				o_immediate = w_i_immediate;
				case (w_funct3)
					3'b000: o_alu_operation = ALU_OP_ADD;
					3'b100: o_alu_operation = ALU_OP_XOR;
					3'b110: o_alu_operation = ALU_OP_OR;
					3'b111: o_alu_operation = ALU_OP_AND;
					3'b001: o_alu_operation = ALU_OP_SHIFT_LEFT;
					3'b101: begin
						o_immediate[10] = 1'b0;
						if (w_funct7 == 7'b0) begin
							o_alu_operation = ALU_OP_SHIFT_RIGHT_LOGIC;
						end else begin
							o_alu_operation = ALU_OP_SHIFT_RIGHT_ARITH;
						end
					end
					default: o_alu_operation = ALU_OP_INVALID;
				endcase
				o_destination_register_write_enable = 1'b1;
				o_use_immediate = 1'b1;
			end
			7'b0110011: begin
				o_alu_operation = (w_funct3 == 3'b000) ? ALU_OP_ADD : ALU_OP_INVALID;
				o_destination_register_write_enable = 1'b1;
				o_use_immediate = 1'b0;
			end
			7'b1100011: begin
				o_alu_operation = ALU_OP_SUB;
				o_destination_register_write_enable = 1'b0;
				o_immediate = w_b_immediate;
				o_use_immediate = 1'b0;
				o_branch_condition = (w_funct3 == 3'b001) ? BRANCH_NE : BRANCH_NONE;
			end
			7'b0100011: begin
				o_alu_operation = ALU_OP_ADD;
				o_destination_register_write_enable = 1'b0;
				o_immediate = w_s_immediate;
				o_use_immediate = 1'b1;
				o_memory_write_enable = 1'b1;
			end
			7'b1101111: begin
				o_branch_condition = BRANCH_JUMP;
				o_destination_register_write_enable = 1'b1;
				o_immediate = w_j_immediate;
			end
			default: begin
				o_alu_operation = ALU_OP_INVALID;
				o_destination_register_write_enable = 1'b0;
				o_immediate = 32'b0;
				o_use_immediate = 1'b0;
				o_branch_condition = BRANCH_NONE;
				o_memory_write_enable = 1'b0;
			end
		endcase
	end
endmodule
`default_nettype none
import definitions::*;
module register_file(
	input logic i_clk,
	input t_register_index i_out_register_idx1,
	input t_register_index i_out_register_idx2,
	input t_register_index i_in_register_idx,
	input t_data i_in_data,
	input logic i_write_enable,
	output t_data o_out_register1,
	output t_data o_out_register2
);
	t_data r_registers [31:0];
	initial begin
		for (int i = 0; i < 32; ++i) begin
			r_registers[i] = 32'b0;
		end
	end
	always_ff@(posedge i_clk) begin
		if (i_write_enable && i_in_register_idx != 5'b0) begin
			r_registers[i_in_register_idx] <= i_in_data;
		end
	end
	assign o_out_register1 = r_registers[i_out_register_idx1];
	assign o_out_register2 = r_registers[i_out_register_idx2];
endmodule
File: flow/run.sh
#!/bin/bash
# OpenROAD 26Q1-2900-gdf79404cd8, Yosys 0.63+post, stock flow scripts
make -C /OpenROAD-flow-scripts/flow DESIGN_CONFIG=/design/flow/config.mk WORK_HOME=/design/flow/orfs finish
==> changes_impl.md <==
## Flow update

* Status: completed
* Chip Height at 464 µm
* Detailed Routing Iterations Pass 1 at 24
* HP Start: r_current_stage[2]$_DFF_PP0_
* Slew Viols, Final at 0
* Critical Path End Type: register
* R2R Path Start: r_current_instruction[5]$_DFFE_PP0P_
* Cts bufs inserted at 117
* Largest delay share family, worst path: simple AND/OR/NAND/NOR gates
* Top cell area share at 51.0%
* Hold Path Cell Cnt at 0
* Final HPWL DP at 158 mm
* Util after Layout at 34.5%
* CP most frequent cell: buf_4
* Worst min path class: reg -> reg
* Final ANT Viol Nets at 0
* Initial antenna violation count at 11
* Layout cells sized above 1 at 28.4%
* WP buf/inv at 7
* Post-DR wirelength/cell at 32.2 µm
* Fp util at 30.2%
* Top cells by area: edfxtp_1 51%, mux4_2 22%, dfrtp_1 2.6%, ha_1 2.5%, mux2_2 1.7%
* Yosys top cell by instances: edfxtp_1
* Crit path DRT at 32.57 ns
* Area leader, netlist: edfxtp_1
* CTS tree: yes
* Std-Cell Rows at 169
* Max frequency at 105 MHz
* Clock Pin Slew Worst Setup and Hold Paths at 0.06 ns
* Full die area at 215000 µm²
* Hold Slack at 0.381 ns
* CTS HTree Levels at 3
* Slew headroom at 17.7%
* Core area at 212000 µm²
* Synth Register Bits at 1155
* WHS Endpoint: r_current_stage[1]$_DFF_PP0_
* DIE WIDTH at 464 µm
* Clk latency of the worst-skew pair at 0.78 ns
* Final period util at 29.7%
* Final Critical Period at 9.48 ns
* Mean post-synth cell area at 15.2 µm²
* Mapped cell area at 64100 µm²
* Root Driver: clkbuf_16
* Crit-path max FO at 58
* Critical Path Max Stage Delay at 0.81 ns
* Hold buffer count at cts at 0
* Drt first-iter violations at 3507
* Met2 usage at 34.4%
* CP arrival at 10.15 ns
* Ys async rst share at 5.80%
* Clock sinks at 1155
* Grt total ovfl at 0
* Post-synth seq share at 53.6%
* Final Hold Viols at 0
* Met3 Usage GRT at 14.0%
* Worst path slowest cell: o31ai_1
* Main synth FF type: edfxtp_1
* Synthesis warning total at 0
* Grt met1 use at 28.6%
* Commonest cells post-synth: 1088 x edfxtp_1, 640 x mux4_2, 215 x nor2_1, 196 x nand2_1, 185 x clkbuf_1
* Library cells used by synthesis at 98
* Routability cong. at 1.01
* Vias in the first global route at 44400
* Flip-flops with a built-in enable at 1088
* DRC errors left at 0
* Max-Cap Viols at 0
* Largest net degree at the start of global routing at 87
* Slew @ Worst Pin at 1.22 ns
* Reg2reg setup slack at 22.42 ns
* P_leak at 20.7 nW
* Worst Skew at 0.0576 ns
* Resized Gates After CTS at 0
* Worst VDD drop at 0.0451 mV
* Area grow syn2layout at 14.1%
* FF-to-FF End: o_instruction_address[1]$_DFFE_PP0P_
* PortBufs at 65
* Mapped Cells at 4207
* IO Pins at 131
* Via density at 5.76
* Pwr/cell area at 41.9 nW/µm²
* First-pass GRT wire length at 333 mm
* Worst setup SP type: register
* Overall via count from detail_route at 42000
* CTS max path bufs at 3
* Kind of critical path: reg -> reg
* Setup TNS at 0 ns
* Total Wirelength at 235 mm
* Total track usage at 23.1%
* Post-CTS setup buffers at 0
* Final setup fails at 0
* Tool warnings at 59
* Unrepaired setup endpoints after global routing: no
* R2R depth at 30
* Yosys stat area at 64100 µm²
* Most used routing layer in global routing: met2
* Ys cells at 4207
-- through the flow --
stage	total power, mW	instance area (µm²)	instances	worst slack [ns]
after floorplan	1.68	64400	4303	22.16
after global placement	1.68	69100	7065	22.69
after detailed placement	1.68	69100	7065	22.58
after CTS	3.09	73100	7286	22.56
after global routing	3.15	73100	7286	21.90
final	3.07	73100	7288	22.42
-- report_power, final --
part	internal, mW	switching [mW]	total (mW)
Sequential	1.64	0.000491	1.64
Combinational	0.00768	0.00595	0.0136
Clock	0.816	0.600	1.42
-- flip-flops by register name, indices dropped and copies added (netlist names) --
register,cells
o_instruction_address,32
r_current_instruction,32
r_current_stage,3
r_operand1,32
r_operand2,32
register_file_inst.r_registers,1024
-- metal layers --
layer  vias to the layer above  wire, µm
li1                      17500         -
met5                         -       202
met2                      2653    108000
met3                       429     33700
met4                        18      8910
met1                     21400     83200
-- logic make-up after synthesis --
group / count (synthesis) / share of synthesized area [%]
muxes: 824 / 25.6
xor gates and xnor gates: 80 / 1.09
AOI/OAI and AO/OA: 747 / 7.83
adders and majority gates: 130 / 2.56
buffers and inverters: 471 / 3.26
DFF: 1155 / 53.6
and+or+nand+nor: 799 / 6.08
other: 1 / 0.00585
-- worst max-delay path by stage --
stage	slack (ns)	end	from	cells past startpoint
6_report	22.42	o_instruction_address[1]$_DFFE_PP0P_	r_current_instruction[5]$_DFFE_PP0P_	30
5_1_grt	21.90	o_instruction_address[1]$_DFFE_PP0P_	r_current_instruction[5]$_DFFE_PP0P_	30
4_1_cts	22.56	o_instruction_address[1]$_DFFE_PP0P_	r_current_instruction[5]$_DFFE_PP0P_	30
-- placed cells by master, fill, tap and decap left out, types with 16 or more instances in the layout --
cell / instances
xnor2_1: 66
o21ai_0: 143
a31oi_1: 21
clkbuf_16: 117
clkbuf_1: 21
a211oi_1: 33
clkinv_2: 25
clkinv_1: 26
a221oi_1: 18
nor2_1: 181
nor4_1: 20
nor2_4: 33
and3_1: 17
buf_4: 234
mux2_2: 99
nand4_1: 21
nand3_1: 64
dfrtp_1: 55
mux2i_1: 85
inv_1: 105
nand2b_1: 21
o31ai_1: 17
o211ai_1: 29
or3_1: 48
edfxtp_1: 1088
clkdlybuf4s50_1: 65
o22ai_1: 18
nand2_1: 196
a21oi_1: 183
bufinv_16: 16
a21o_1: 41
mux4_2: 640
ha_1: 128
nor3_1: 92
o21a_1: 21
conb_1: 97
a22oi_1: 39
-- final cells by class --
type	count	area (µm²)
clock inverters	79	908
well taps	2821	3530
multi-input cells	2677	28400
fillers	20000	139000
repair buffers	301	2450
clock buffers	142	3060
diodes	2	5.00
flip-flops and latches	1155	34400
inverters	111	418
Power and IR drop assume default switching activity.
